`./design.v`:
```
module GuitarHero(LEDR, CLOCK_50, PS2_CLK, PS2_DAT, HEX0, HEX1, HEX2, KEY, SW,
		VGA_CLK,   						 
		VGA_HS,							 
		VGA_VS,							 
		VGA_BLANK_N,						 
		VGA_SYNC_N,						 
		VGA_R,   						 
		VGA_G,	 						 
		VGA_B   						 
		);
	output			VGA_CLK;   				 
	output			VGA_HS;					 
	output			VGA_VS;					 
	output			VGA_BLANK_N;				 
	output			VGA_SYNC_N;				 
	output	[7:0]	VGA_R;   				 
	output	[7:0]	VGA_G;	 				 
	output	[7:0]	VGA_B;   				 
	input [3:0] KEY;
	input [9:0] SW;
	output [6:0] HEX0;
	output [6:0] HEX1;
	output [6:0] HEX2;
	output [3:0] LEDR;
	input CLOCK_50;
	wire game_state_clock;
	wire pattern_clock;
	reg [29:0] c1Curr;
	reg [29:0] c2Curr;
	reg [29:0] c3Curr;
	reg [29:0] c4Curr;
	wire [29:0] c1CurrWire;
	wire [29:0] c2CurrWire;
	wire [29:0] c3CurrWire;
	wire [29:0] c4CurrWire;
	wire [3:0] score_p1;
	wire [3:0] score_p2;
	wire [2:0] load_A;
	wire [2:0] load_B;
	wire [2:0] load_C;
	wire [2:0] load_D;
	wire [9:0] c1Pattern;
	wire [9:0] c2Pattern;
	wire [9:0] c3Pattern;
	wire [9:0] c4Pattern;
	wire [3:0] randomNumber;
	input PS2_DAT, PS2_CLK;
	wire [7:0] scan_code;
	wire read, scan_ready;
	reg [7:0] scan_history [1:2];
	always @(posedge scan_ready)
		begin
		scan_history [2] <= scan_history [1];
		scan_history [1] <= scan_code;
	end
	keyboard kb(.keyboard_clk(PS2_CLK), .keyboard_data(PS2_DAT), .clock50(CLOCK_50), .reset(0), .read(read), .scan_ready(scan_ready), .scan_code(scan_code));
	oneshot pulse(.pulse_out(read), .trigger_in(scan_ready), .clk(CLOCK_50));
	wire a_key = ((scan_history[1] == 'h1c) && (scan_history[2][7:4] != 'hF));  
	wire s_key = ((scan_history[1] == 'h1b) && (scan_history[2][7:4] != 'hF));  
	wire l_key = ((scan_history[1] == 'h4b) && (scan_history[2][7:4] != 'hF));  
	wire sc_key = ((scan_history[1] == 'h4c) && (scan_history[2][7:4] != 'hF));  
	assign LEDR[3] = a_key;
	assign LEDR[2] = s_key;
	assign LEDR[1] = l_key;
	assign LEDR[0] = sc_key;
	slow_clock c0(CLOCK_50, game_state_clock, 36'd15_000_000);
	slow_clock c1(CLOCK_50, pattern_clock, 36'd150_000_000);
	RandomNumberGenerator rng0(.clock(game_state_clock), .seed(32'b00001111001110000100000101000001), .number(randomNumber[3:0]));
	PatternFSM pFSM0(pattern_clock, randomNumber[3:0], load_A[2:0], load_B[2:0], load_C[2:0], load_D[2:0]);
	PatternDatapath pd0(load_A[2:0], load_B[2:0], load_C[2:0], load_D[2:0], c1Pattern[9:0], c2Pattern[9:0], c3Pattern[9:0], c4Pattern[9:0]);
	GameStateManager gsm0(.p1_key1(a_key), .p1_key2(s_key), .p2_key1(l_key), .p2_key2(sc_key), 
								 .c1Curr(c1Curr[29:0]), .c2Curr(c2Curr[29:0]), .c3Curr(c3Curr[29:0]), .c4Curr(c4Curr[29:0]), 
								 .c1Pattern(c1Pattern[9:0]), .c2Pattern(c2Pattern[9:0]), .c3Pattern(c3Pattern[9:0]), .c4Pattern(c4Pattern[9:0]), 
								 .clock(game_state_clock), .reset(SW[0]), 
								 .score_p1(score_p1[3:0]), .score_p2(score_p2[3:0]), 
								 .c1Draw(c1CurrWire[29:0]), .c2Draw(c2CurrWire[29:0]), .c3Draw(c3CurrWire[29:0]), .c4Draw(c4CurrWire[29:0]));
	always @ (*) begin
		c1Curr [29:0] <= c1CurrWire[29:0];
		c2Curr [29:0] <= c2CurrWire[29:0];
		c3Curr [29:0] <= c3CurrWire[29:0];
		c4Curr [29:0] <= c4CurrWire[29:0];
	end
	hex_decoder hex0(score_p1[3:0], HEX0[6:0]);
	hex_decoder hex1(score_p2[3:0], HEX1[6:0]);
	hex_decoder hex2(randomNumber[3:0], HEX2[6:0]);
	wire [2:0] colour;
	wire [7:0] x;
	wire [6:0] y;
	wire writeEn;
	vga_adapter VGA(
			.resetn(KEY[1]),
			.clock(CLOCK_50),
			.colour(colour),
			.x(x),
			.y(y),
			.plot(1),
			.VGA_R(VGA_R),
			.VGA_G(VGA_G),
			.VGA_B(VGA_B),
			.VGA_HS(VGA_HS),
			.VGA_VS(VGA_VS),
			.VGA_BLANK(VGA_BLANK_N),
			.VGA_SYNC(VGA_SYNC_N),
			.VGA_CLK(VGA_CLK));
		defparam VGA.RESOLUTION = "160x120";
		defparam VGA.MONOCHROME = "FALSE";
		defparam VGA.BITS_PER_COLOUR_CHANNEL = 1;
		defparam VGA.BACKGROUND_IMAGE = "black.mif";
	VGAPlotter p0(.clock(CLOCK_50), .reset(KEY[1]), .c1(c1Curr[29:0]), .c2(c2Curr[29:0]), .c3(c3Curr[29:0]), .c4(c4Curr[29:0]), 
						.Y_out(y[6:0]), .X_out(x[7:0]), .colour_out(colour[2:0]), .draw(writeEn) );
endmodule
module VGAPlotter(input clock, input reset, input [29:0] c1, input [29:0] c2, input [29:0] c3, input [29:0] c4,
						output [7:0] X_out, output [6:0] Y_out, output [2:0] colour_out, output draw);
	reg [1:0] column = 0;
	reg [5:0] x_counter = 0;
	reg [6:0] y_counter = 0;
	reg [2:0] colour = 3'b000;
	wire [4:0] y_block_counter;
	assign X_out[7:0] = x_counter[5:0] + column[1:0]*6'b101000;
	assign y_block_counter[4:0] = y_counter[6:2] ;
	assign colour_out[2:0] = colour[2:0];
	assign Y_out[6:0]	= y_counter[6:0];
	always @(posedge clock) begin
		if(reset) begin
			column <= 0;
			x_counter <= 0;
			y_counter <= 0;
			draw <= 0;
		end
		if(x_counter <  6'b101000) begin
				x_counter <= x_counter + 1;
				draw <= 1;
		end
		else if(x_counter >= 6'd101000 & y_counter < 7'b1111000) begin
				y_counter <= y_counter + 1;
				x_counter <= 0;
				draw <= 1;
		end
		else begin
				y_counter <= 0;
				x_counter <= 0;
				column <= column + 1;
				draw <= 1;
		end
		if(column == 0) begin
			if(c1[y_block_counter[4:0]] == 0)
				colour <= 3'b000;
			else 
				colour <= 3'b111;
		end
		else if(column == 1) begin
			if(c2[y_block_counter[4:0]] == 0)
				colour <= 3'b000;
			else 
				colour <= 3'b100;
		end
		else if(column == 2) begin
			if(c3[y_block_counter[4:0]] == 0)
				colour <= 3'b000;
			else 
				colour <= 3'b010;
		end
		else if(column == 3) begin
			if(c4[y_block_counter[4:0]] == 0)
				colour <= 3'b000;
			else 
				colour <= 3'b001;
		end
		else begin
			column <= 0;
		end
	end
endmodule
module GameStateManager (input p1_key1, input p1_key2, input p2_key1, input p2_key2, 
							input [29:0] c1Curr, input [29:0] c2Curr, input [29:0] c3Curr, input [29:0] c4Curr,
							input [9:0] c1Pattern, input [9:0] c2Pattern, input [9:0] c3Pattern, input [9:0] c4Pattern,
							input clock, input reset,
							output reg [3:0] score_p1, output reg [3:0] score_p2, 
							output reg [29:0] c1Draw, output reg [29:0] c2Draw, output reg [29:0] c3Draw, output reg [29:0] c4Draw);
	reg p1k1Reg, p1k2Reg, p2k1Reg, p2k2Reg;
	reg resetKeysReg;
	reg resetKeysRegCheck;
	reg counter = 0; 
	always @ (*) begin 
		if (p1_key1)
			p1k1Reg <= 1;
		if (p1_key2)
			p1k2Reg <= 1;
		if (p2_key1)
			p2k1Reg <= 1;
		if (p2_key2)
			p2k2Reg <= 1;
		if (resetKeysReg) begin
			p1k1Reg <= 0;
			p1k2Reg <= 0;
			p2k1Reg <= 0;
			p2k2Reg <= 0;
		end
	end
	reg loss;
	always @(negedge clock) begin
		if (reset) begin
			loss <= 0;
			resetKeysReg <= 1;
		end
		else if ((p1k1Reg != c1Curr[29]) || (p1k2Reg != c2Curr[29]) || (p2k1Reg != c3Curr[29]) || (p2k2Reg != c4Curr[29])) begin
			loss <= 1;
		end
		if(resetKeysRegCheck & !reset) begin
			resetKeysReg <= 0;
		end
		else if (counter <= 9 & ~loss) begin
			resetKeysReg <= 1;
		end
	end
	wire increment_score_p1_1;
	wire increment_score_p1_2;
	wire increment_score_p2_1;
	wire increment_score_p2_2;
	assign increment_score_p1_1 = ~loss && (p1k1Reg == c1Curr[29] && c1Curr[29]);
	assign increment_score_p1_2 = ~loss && (p1k2Reg == c2Curr[29] && c2Curr[29]);
	assign increment_score_p2_1 = ~loss && (p2k1Reg == c3Curr[29] && c3Curr[29]); 
	assign increment_score_p2_2 = ~loss && (p2k2Reg == c4Curr[29] && c4Curr[29]);
	always @(posedge clock) begin
		if (resetKeysReg) begin
			resetKeysRegCheck <= 1;
		end
		else if(resetKeysRegCheck & !resetKeysReg) begin
			resetKeysRegCheck <= 0;
		end
		if (reset) begin
			c1Draw <= 30'b111111111111111111111111111111;
			c2Draw <= 30'b111111111111111111111111111111;
			c3Draw <= 30'b111111111111111111111111111111;
			c4Draw <= 30'b111111111111111111111111111111;
			counter <= 0;
			score_p1 <= 0;
			score_p2 <= 0;
		end
		else if (counter <= 9 & ~loss) begin
			c1Draw <= {c1Curr[28:0], c1Pattern[counter]};
			c2Draw <= {c2Curr[28:0], c2Pattern[counter]};
			c3Draw <= {c3Curr[28:0], c3Pattern[counter]};
			c4Draw <= {c4Curr[28:0], c4Pattern[counter]};
		end
		else if (loss) begin
			c1Draw <= 0;
			c2Draw <= 0;
			c3Draw <= 0;
			c4Draw <= 0;
		end
		counter <= counter + 1;
		if (increment_score_p1_1& ~reset) begin
			score_p1 <= score_p1 + 1;
		end
		if (increment_score_p2_1& ~reset) begin
			score_p2 <= score_p2 + 1;
		end
		if (increment_score_p1_2& ~reset) begin
			score_p2 <= score_p2 + 1;
		end
		if (increment_score_p2_2& ~reset) begin
			score_p2 <= score_p2 + 1;
		end
		if (counter > 9) begin
			counter <= 0;
		end
	end
endmodule
module PatternFSM(input clock, input [3:0] state,
					  output reg [2:0] load_A,
					  output reg [2:0] load_B,
					  output reg [2:0] load_C,
					  output reg [2:0] load_D);
	always @(posedge clock) begin
	  if(state == 1) begin
			load_A <= 1;
			load_B <= 2;
			load_C <= 3;
			load_D <= 4;
		end
		else if(state == 2) begin
			load_A <= 2;
			load_B <= 3;
			load_C <= 4;
			load_D <= 5;
		end
		else if(state == 3) begin
			load_A <= 3;
			load_B <= 4;
			load_C <= 5;
			load_D <= 6;
		end
		else if(state == 4) begin
			load_A <= 4;
			load_B <= 5;
			load_C <= 6;
			load_D <= 1;
		end
		else if(state == 5) begin
			load_A <= 5;
			load_B <= 6;
			load_C <= 1;
			load_D <= 2;
		end
		else if(state == 6) begin
			load_A <= 6;
			load_B <= 1;
			load_C <= 2;
			load_D <= 3;
		end
		else if(state == 7) begin
			load_A <= 5;
			load_B <= 2;
			load_C <= 3;
			load_D <= 2;
		end
		else if(state == 8) begin
			load_A <= 4;
			load_B <= 3;
			load_C <= 4;
			load_D <= 1;
		end
		else if(state == 9) begin
			load_A <= 3;
			load_B <= 4;
			load_C <= 5;
			load_D <= 6;
		end
		else if(state == 10) begin
			load_A <= 2;
			load_B <= 5;
			load_C <= 6;
			load_D <= 5;
		end
		else if(state == 11) begin
			load_A <= 1;
			load_B <= 6;
			load_C <= 1;
			load_D <= 4;
		end
		else if(state == 12) begin
			load_A <= 2;
			load_B <= 5;
			load_C <= 2;
			load_D <= 3;
		end
		else if(state == 13) begin
			load_A <= 3;
			load_B <= 4;
			load_C <= 3;
			load_D <= 2;
		end
		else if(state == 14) begin
			load_A <= 4;
			load_B <= 3;
			load_C <= 2;
			load_D <= 1;
		end
		else if(state == 15) begin
			load_A <= 5;
			load_B <= 2;
			load_C <= 5;
			load_D <= 2;
		end
		else if(state == 16) begin
			load_A <= 6;
			load_B <= 1;
			load_C <= 6;
			load_D <= 3;
		end
	end
endmodule
module PatternDatapath(input [2:0] load_A, input [2:0] load_B, input [2:0] load_C, input [2:0] load_D,
							  output reg [9:0] columnA,
							  output reg [9:0] columnB,
							  output reg [9:0] columnC,
							  output reg [9:0] columnD);
	reg [9:0] pattern0 = 10'b0000000000;
	reg [9:0] pattern1 = 10'b0000000010;
	reg [9:0] pattern2 = 10'b1000000000;
	reg [9:0] pattern3 = 10'b1100000000;
	reg [9:0] pattern4 = 10'b1110000000;
	reg [9:0] pattern5 = 10'b1101000000;
	reg [9:0] pattern6 = 10'b1111000000;
	always @(*) begin
	   if(load_A == 1)
			columnA <= pattern1;
		else if(load_A == 2)
			columnA <= pattern2;
		else if(load_A == 3)
			columnA <= pattern3;
		else if(load_A == 4)
			columnA <= pattern4;
		else if(load_A == 5)
			columnA <= pattern5;
		else if(load_A == 6)
			columnA <= pattern6;
		else 
			columnA <= pattern0;
	end
	always @(*) begin
		if(load_B == 1)
			columnB <= pattern1;
		else if(load_B == 2)
			columnB <= pattern2;
		else if(load_B == 3)
			columnB <= pattern3;
		else if(load_B == 4)
			columnB <= pattern4;
		else if(load_B == 5)
			columnB <= pattern5;
		else if(load_B == 6)
			columnB <= pattern6;
		else 
			columnB <= pattern0;
	end
	always @(*) begin
		if(load_C == 1)
			columnC<= pattern1;
		else if(load_C == 2)
			columnC <= pattern2;
		else if(load_C == 3)
			columnC <= pattern3;
		else if(load_C== 4)
			columnC <= pattern4;
		else if(load_C == 5)
			columnC <= pattern5;
		else if(load_D == 6)
			columnC <= pattern6;
		else 
			columnC <= pattern0;
	end
	always @(*) begin
		if(load_D == 1)
			columnD <= pattern1;
		else if(load_D == 2)
			columnD <= pattern2;
		else if(load_D == 3)
			columnD <= pattern3;
		else if(load_D == 4)
			columnD <= pattern4;
		else if(load_D == 5)
			columnD <= pattern5;
		else if(load_D == 6)
			columnD <= pattern6;
		else 
			columnD <= pattern0;
	end
endmodule
module RandomNumberGenerator(input clock, input [31:0] seed, output reg [3:0] number);
	reg [31:0] generator;
	reg reseted;
	initial reseted = 0;
	initial generator = seed;
	always @(posedge clock)
	begin 
		if(~reseted) begin
			generator[31:0] <= seed[31:0];
			reseted <= 1;
			end
		else 
		begin
			generator[31:4] <= generator[27:0];
			generator[3] <= {generator[22] ^ generator[15]};
			generator[2] <= {generator[11] ^ generator[2]};
			generator[1] <= {generator[19] ^ generator[0]};
			generator[0] <= {generator[26] ^ generator[6]};
		end
	end
	always @(*) begin
		number[3] <= generator[25];
		number[2] <= generator[13];
		number[1] <= generator[3];
		number[0] <= generator[1];
	end
endmodule
module slow_clock(input CLOCK_50, output reg slow_clock, input [35:0] frequency);
	reg [35:0] counter;
	initial counter = 0;
	initial slow_clock = 0;
	always @(posedge CLOCK_50) begin
		if (counter >= frequency[35:0]) begin
			counter <= 0;
			slow_clock <= ~ slow_clock;
		end
		else
			counter <= counter + 1;
	end
endmodule
module hex_decoder(hex_digit, segments);
    input [3:0] hex_digit;
    output reg [6:0] segments;
    always @(*)
        case (hex_digit)
            4'h0: segments = 7'b100_0000;
            4'h1: segments = 7'b111_1001;
            4'h2: segments = 7'b010_0100;
            4'h3: segments = 7'b011_0000;
            4'h4: segments = 7'b001_1001;
            4'h5: segments = 7'b001_0010;
            4'h6: segments = 7'b000_0010;
            4'h7: segments = 7'b111_1000;
            4'h8: segments = 7'b000_0000;
            4'h9: segments = 7'b001_1000;
            4'hA: segments = 7'b000_1000;
            4'hB: segments = 7'b000_0011;
            4'hC: segments = 7'b100_0110;
            4'hD: segments = 7'b010_0001;
            4'hE: segments = 7'b000_0110;
            4'hF: segments = 7'b000_1110;   
            default: segments = 7'h7f;
        endcase
endmodule
```
`./run.sh`:
```
#!/bin/bash
# OpenROAD 26Q1-2900-gdf79404cd8, Yosys 0.63+post, stock flow scripts
make -C /OpenROAD-flow-scripts/flow DESIGN_CONFIG=/design/flow/config.mk WORK_HOME=/design/flow/orfs finish
```
`./config.mk`:
```
export PLATFORM = sky130hd
export DESIGN_NAME = VGAPlotter
export DESIGN_NICKNAME = VGAPlotter
export VERILOG_FILES = /design/flow/design.v
export SDC_FILE = /design/flow/constraint.sdc
export NUM_CORES = 4
export LEC_CHECK = 1
export CORE_AREA = 10 10 112 112
export DIE_AREA = 0 0 122 122
```
`./constraint.sdc`:
```
current_design VGAPlotter

set clk_period 3.5
set clk_io_pct 0.2

create_clock -name clk0 -period $clk_period [get_ports {clock}]

set non_clock_inputs [all_inputs -no_clocks]
set_input_delay [expr $clk_period * $clk_io_pct] -clock clk0 $non_clock_inputs
set_output_delay [expr $clk_period * $clk_io_pct] -clock clk0 [all_outputs]
```
==> results.txt <==
run metrics: Clock power frac=26.8%, final setup violation count=0, Clk pin slew, worst setup/hold paths=roughly 0.06 ns, synthesized area=2040 um2, Yosys warning count=6, cell family with most CP delay=adder cells, PortBufs=around 140, Worst R2R Start=y_counter[2], Arrival @ worst endpoint=between 2 and 2.5 ns, total internal power=~0.00045 W, vias in the first global route=between 2,000 and 2,500, Post-synth EDFFs=10, final wirelength=8.95 mm, largest net degree at the start of global routing=22, Final Slew Violations=0, global-route wire length before repair=around 13 mm, worst r2r dst=colour[1], Unique cell types=45, minimum clock period=2.73 ns, chip area line of the yosys report=2040 um2, crit end category=output pin, Iteration-0 DRC Markers=just under 70, register share after synthesis=around 23%, #FFs+latches synth=18, DP Area=between 3000 and 4000 um2, Net Sw Power=roughly 0.00011 W, die width=around 120 um, drt pass-1 iters=4, switch share=a little under a fifth, Post-CTS Resized=0, clock latency (worst-skew pair)=approximately 0.25 ns, Largest stage delay, worst path=between 0.4 and 0.5 ns, R2R Setup Slk=roughly 0.96 ns, PD cells=~150 nW/um2, cells on worst reg2reg path=5, CTS Buffer Depth=2, share of post-route cells with drive strength above 1=between 10% and 20%, most numerous logic cell after layout=clkdlybuf4s50_1, GRT overflow=0, crit-path max FO=6, Via density=4.53, Detail Placement HPWL=about 7.6 mm, chip footprint=14,900 um2, CP startpoint=x_counter[3], DR vias=just over 2,000, placer congestion estimate=0.921, Final Hold Viols=0, crit path to=X_out[7], gr usage total=between 10% and 20%, Post-Place Cells=approximately 450, worst IR drop on VDD=around 0.10 mV, CTS tree=built, CP Buf/Inv Count=3, Antenna diodes=0, Worst path slowest cell=clkdlybuf4s50_1, Avg Cell Area, Syn=10.7 um2, post-layout power=around 0.00055 W, status=complete, no violations, ratio of final minimum period to clock period=roughly four fifths, worst-path cell chain=ha_1 > inv_1 > fa_1 > inv_1 > a21oi_1 > nor2_1 > clkdlybuf4s50_1, wire length per cell=about 20 um, Dominant flop cell=edfxtp_1, # Cells Yosys=~190, Slew @ Worst Pin=around 0.67 ns, CP Depth=7, max-cap viol count=0, OpenROAD warning count=28, Remaining DRCs=0, LEAKAGE=~1.2 nW, ys async rst share=0%, crit path DRT=~2.8 ns, sequential share of power=about two fifths, initial antenna violation count=0, fp util=20.0%, Startpoint Class=flip-flop, Hold Path Class=flip-flop to flip-flop, filler instances=around 1,000, Most common cell on crit path=inv_1, Top cells excl fill/tap=139 x clkdlybuf4s50_1, 21 x mux2i_1, 19 x nor2_1, 19 x mux4_2, 10 x edfxtp_1, clk sinks=18, core area=just over 10,000 um2, WS Path Type=flip-flop to output pin, unrepaired setup endpoints after global routing=no, combinational cell fraction of total power=between 30% and 40%, CTS H-tree lvls=1, # rows=37, post-route setup TNS=0 ns, Gate Count Post-Synth=between 150 and 200, TritonCTS buffer count=3, Die H=between 100 and 150 um, Non-Filler Instances=about 460, CTS Hold Bufs=0, Max Clock Skew=between 0.005 and 0.006 ns, Setup Buffers After CTS=0, CTS root buf=clkbuf_8, ANT nets after route=0, io pins=approximately 140, f_max=approximately 370 MHz, Synth-to-Final Area Change=74.3%, Final Instance Area=about 3600 um2, slew margin rel.=55.6%
[power by group through the flow]
stage	Sequential [W]	Clock [W]	Combinational [W]
final	0.000224	0.000148	0.000179
after global routing	0.000224	0.000165	0.000190
after CTS	0.000224	0.000151	0.000181
[layer usage]
| layer | vias up | global-route usage (%) | wire length, um |
|---|---|---|---|
| met2 | 116 | 18.2 | 3920 |
| met4 | 0 | 0.224 | 19 |
| met1 | 956 | 15.7 | 3960 |
| met3 | 2 | 4.60 | 1050 |
| met5 | - | 0 | 0 |
| li1 | 1000 | - | - |
[worst min path at each step]
| stage | cells past startpoint | to | start |
|---|---|---|---|
| 5_1_grt | 1 | x_counter[4] | x_counter[5] |
| 4_1_cts | 1 | x_counter[0] | x_counter[0] |
| 6_report | 1 | x_counter[0] | x_counter[0] |
[cells in the mapped netlist (all sizes together), types with 3 or more instances]
master  instances  area share, %
mux2i          21             10
nand2           5           0.92
inv             8            1.5
nor3            4           0.98
buf            15            6.2
xnor2           6            2.6
o22ai           4            1.5
nand3           5            1.2
mux4           21             24
ha              9            5.5
mux2            3            1.7
xor2            3            1.3
dfxtp           8            7.8
edfxtp         10             15
a21oi           7            1.7
nor2           19            3.5
o21ai           8            2.0
[flip-flops by register name, indices dropped and copies added (netlist names)]
register   flops
colour         3
column         2
x_counter      6
y_counter      7
[cell type report]
type / count / area [um2] / area share [%]
Sequential cell: 18 / 460 / 12.9
Inverter: 8 / 30.0 / 0.844
Multi-Input combinational cell: 147 / 1420 / 39.8
Timing Repair Buffer: 145 / 1440 / 40.4
Clock inverter: 1 / 3.75 / 0.105
Tap cell: 136 / 170 / 4.78
Clock buffer: 3 / 41.3 / 1.16
[stage by stage]
step	hold slack [ns]	utilization (%)	setup slack [ns]
floorplan	0.442	-	1.35
global placement	0.468	34.4	0.810
detailed placement	0.474	34.4	0.830
CTS	0.492	34.8	0.736
global route	0.521	34.8	0.596
finish	0.485	34.8	0.768
[logic make-up (layout without fill, tap and decap cells)]
kind of cell | Yosys count | count (layout) | share of synthesized area, %
and+or+nand+nor | 46 | 46 | 10.8
muxes | 45 | 45 | 35.5
AOI/OAI and AO/OA | 36 | 36 | 12.6
other | 1 | 1 | 0.184
xor gates and xnor gates | 9 | 9 | 3.86
buffers and inverters | 25 | 157 | 8.03
DFF | 18 | 18 | 22.5
adders and majority gates | 10 | 10 | 6.50
No activity file was given, so power comes from the tool's default toggle rates.
